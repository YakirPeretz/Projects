<file path="flow/run.sh">
#!/bin/bash
# OpenROAD 26Q1-2900-gdf79404cd8, Yosys 0.63+post, stock flow scripts
make -C /OpenROAD-flow-scripts/flow DESIGN_CONFIG=/design/flow/config.mk WORK_HOME=/design/flow/orfs finish
</file>
<file path="flow/design.v">
`resetall
`timescale 1ns/10ps
interface Interface#(
  parameter Data_Depth= 8,
  parameter amba_word = 16,
  parameter amba_addr_depth=20)();
logic [amba_addr_depth-1:0] PADDR;
logic PENABLE;
logic PSEL;
logic [amba_word-1:0] PWDATA;
logic PWRITE;
logic clk;
logic rst;
logic  [amba_word-1:0] PRDATA;
logic Image_Done;
logic  [Data_Depth-1:0] Pixel_Data; 
logic new_pixel;
logic [Data_Depth-1:0] WhitePixel;  
logic [6:0] M;  
logic [9:0] ImgSize;  
logic [7:0] EdgeThr;  
logic [6:0] Amin;  
logic [6:0] Amax;  
logic [5:0] Bmin;  
logic [5:0] Bmax; 
modport stimulus (input Image_Done,output PADDR,PENABLE,PSEL,PWDATA,PWRITE,rst,clk,WhitePixel,M,EdgeThr,Amin,Amax,Bmin,Bmax,ImgSize);
modport checker_coverager (input clk,rst,PENABLE,PSEL,PWRITE,PADDR,PWDATA,PRDATA,Image_Done,Pixel_Data,new_pixel,M,EdgeThr,Amin,Amax,Bmin,Bmax,ImgSize);
modport vsgoldenmodel (input Image_Done,Pixel_Data,new_pixel,clk,M);
endinterface
`resetall
`timescale 1ns/1ps
module YP_uart_tx #(  
    parameter DATA_WIDTH    = 8
)
(  
input logic i_clk,
input logic i_rstn,
input logic i_tx_start,
input logic [DATA_WIDTH-1:0] i_data_in,
output logic o_tx_done,
output logic o_tx_data
);
parameter CNT_WIDTH = $clog2(DATA_WIDTH);
typedef enum logic [2:0] {
    S_IDLE  = 3'b000,
    S_START  = 3'b001,
    S_DATA_DRV = 3'b010,
    S_PARITY = 3'b011,
    S_STOP = 3'b100
} e_uart_tx_state;
e_uart_tx_state       tx_state,next_tx_state;
logic [DATA_WIDTH-1:0] data_in_d;
logic start_bit_done;
logic data_drv_done;
logic parity_bit;
logic parity_drv_done;
logic stop_bit_done;
logic data_out;
logic [CNT_WIDTH-1:0] drv_bits_cnt;
always_comb 
begin: fsm_comb_block
    next_tx_state = tx_state;
    unique case (tx_state)
        S_IDLE      :   if(i_tx_start)          next_tx_state = S_START;
        S_START     :   if(start_bit_done)      next_tx_state = S_DATA_DRV;
        S_DATA_DRV  :   begin 
                        if(data_drv_done)       next_tx_state = S_PARITY;
                        else if(data_drv_done)  next_tx_state = S_STOP;
                        end 
        S_PARITY    :   if(parity_drv_done)     next_tx_state = S_STOP;
        S_STOP      :   if(stop_bit_done)       next_tx_state = S_IDLE;
    endcase
end
always_ff @(posedge i_clk or negedge i_rstn) begin
    if(!i_rstn)
        tx_state <= S_IDLE;
    else 
        tx_state <= next_tx_state;
end
always_ff @(posedge i_clk or negedge i_rstn) begin
    if(!i_rstn)
        parity_drv_done <= 1'b0;
    else 
        parity_drv_done <= data_drv_done;
end
always_ff @(posedge i_clk or negedge i_rstn) begin
    if(!i_rstn)
        stop_bit_done <= 1'b0;
    else 
        stop_bit_done <= parity_drv_done;
end
always_ff @(posedge i_clk or negedge i_rstn) begin
    if(!i_rstn)
        start_bit_done <= 1'b0;
    else 
        start_bit_done <= i_tx_start;
end
always_ff @(posedge i_clk) begin
    if(i_tx_start)
        data_in_d <= i_data_in;
end 
always_ff @(posedge i_clk or negedge i_rstn) begin
    if(!i_rstn)
        drv_bits_cnt <= 0;
    else if(tx_state == S_START)
        drv_bits_cnt <= 0;
    else if(tx_state == S_DATA_DRV)
        drv_bits_cnt <= drv_bits_cnt + 1'b1;
end 
always_ff @(posedge i_clk or negedge i_rstn) begin
    if(!i_rstn)
        o_tx_done <= 1'b0;
    else 
        o_tx_done <= stop_bit_done;
end
assign data_drv_done = drv_bits_cnt == (DATA_WIDTH-1);
assign parity_bit = ^(data_in_d);
assign data_out = data_in_d[drv_bits_cnt];
assign o_tx_data =  (tx_state == S_IDLE) ? 1'b1 :
                    (tx_state == S_START) ? 1'b0 : 
                    (tx_state == S_DATA_DRV) ? data_out :
                    (tx_state == S_PARITY) ? parity_bit :
                    (tx_state == S_STOP)   ? 1'b1: 1'b1;
endmodule
</file>
<file path="flow/config.mk">
export PLATFORM = sky130hd
export DESIGN_NAME = YP_uart_tx
export DESIGN_NICKNAME = YP_uart_tx
export VERILOG_FILES = /design/flow/design.v
export SDC_FILE = /design/flow/constraint.sdc
export NUM_CORES = 4
export LEC_CHECK = 1
export CORE_AREA = 10 10 79 79
export DIE_AREA = 0 0 89 89
</file>
<file path="flow/constraint.sdc">
current_design YP_uart_tx

set clk_period 3.1
set clk_io_pct 0.2

create_clock -name clk0 -period $clk_period [get_ports {i_clk}]

set non_clock_inputs [all_inputs -no_clocks]
set_input_delay [expr $clk_period * $clk_io_pct] -clock clk0 $non_clock_inputs
set_output_delay [expr $clk_period * $clk_io_pct] -clock clk0 [all_outputs]
</file>
==> run summary <==
Worst Tran Pin Value - 512.6 ps
Setup Viol. Count Final - 0
CTS resizes - 0
GRT met3 Usage - 1.469%
Met2 Use GR - 5.519%
Die span in x - 89 microns
Final GP Congestion - 0.7927
Yosys top cell by area - dfrtp_1
Setup WS pre-CTS - 693.8 ps
WL final - 1246 microns
Hpwl dp - 988.2 microns
Startpoint types - flop
Share of layout cells above drive strength 1 - 6.944%
Crit Path Max Fanout - 4
Worst hold stages - 0
Yosys Chip Area - 817.0 sq um
Vias in the first global route - 527
CP endpoint kind - output pin
Cts bufs inserted - 3
Final worst-path cycle share - 85.93%
P_int - 0.5887 mW
# diodes - 0
Leak - 0.4009 nW
IO Pins - 13
Core area - 4661 sq um
DRC viols - 0
Die Span Y - 89 microns
GRT busiest layer - met2
Crit Path Category - reg2out
Postcts setup bufs - 0
Area share, top type - 33.69%
Max cap viols - 0
CTS tree - built
Grt total ovfl - 0
DRT iter0 DRCs - 9
Warnings from Yosys - 1
Min cycle time layout - 2664 ps
Hold crit path type - reg2reg
Mean Syn Cell Area - 14.33 sq um
IO Port Bufs - 12
Sink Count - 20
Tool warning count - 25
Sw power - 0.2094 mW
Worst ir drop on vdd - 0.2961 mV
Rows - 25
P&R area growth vs syn - 29.10%
Flop pwr share - 51.1%
GRT Overall Usage - 3.504%
Clk slew on worst S/H paths - 70 ps
Worst setup margin - 436.2 ps
Synth flops - 20
Post-DP Area - 999.7 sq um
Final hold vios - 0
Largest net degree at the start of global routing - 13
Initial antenna violation count - 0
CP Data Required Time - 2480 ps
Netlist Area Pre-Place - 817.0 sq um
Max Fclk - 375.4 MHz
Routed Antenna Nets - 0
Crit path DAT - 2040 ps
R2R depth - 4
Status - complete, no violations
Clk Latency, worst-skew pair - 250 ps
Fp_density - 17.53%
Sw Share - 26.24%
Wirelength per Cell - 9.889 microns
Setup tns final - 0 ps
Routed vias - 458
Post-Syn Instances - 57
Router iterations before antenna repair - 4
Die Footprint - 7921 sq um
Seq/Total Area, Yosys - 66.31%
Hold_buf cts - 0
Total number of H-tree levels - 1
First-pass GRT wire length - 2270 microns
Worst hold margin - 400.4 ps
Clock share of power - 23.6%
Clk_skew - 1.195 ps
Netlist cell types - 16
Ys cells - 57
Max clock buf depth - 2
Top cell excl fill/tap - clkdlybuf4s50_1
Biggest area cells - dfrtp_1, edfxtp_1, xnor2_1, mux4_1, mux2i_1
Max-slew violation count - 0
Final Cell Area - 1055 sq um
Max-Slew Margin vs Limit - 65.72%
RSZ-0062 raised after global routing - no
Most common logic cells in the final layout - clkdlybuf4s50_1, dfrtp_1, edfxtp_1
Pwr dens - 756.7 nW/um^2
Logic gate share of total power - 25.4%
Met1 Usage GRT - 4.508%
CTS root buf - clkbuf_8
Vias/cell - 3.635
## cells by family after synthesis
family	after synthesis	synth area share, %
and+or+nand+nor	9	4.287
AOI/OAI and AO/OA	7	4.746
xor gates and xnor gates	8	8.576
muxes	5	10.11
DFF	20	66.31
buffers and inverters	6	2.909
adders and majority gates	2	3.062
## cells in the mapped netlist
master and n:
dfrtp_1 11, edfxtp_1 8, xnor2_1 7, inv_1 5
nand2_1 5, o21ai_0 5, mux2i_1 3, nor2_1 3
ha_1 2, mux4_1 2, a21oi_1 1, buf_2 1
dfstp_2 1, nand3_1 1, o22a_1 1, xor2_1 1
## routing by layer
layer,part of all wire (%),up-vias,wire length (microns)
li1,-,226,-
met1,45,220,555
met2,48,10,604
met3,6.5,2,81
met4,0.40,0,5
met5,0,-,0
## power by group through the flow
stage | registers (mW) | clock network [mW] | logic, mW
4_1_cts | 0.408 | 0.196 | 0.208
5_1_grt | 0.419 | 0.208 | 0.237
6_report | 0.408 | 0.188 | 0.202
## flip-flops by register name (all words and copies together) (netlist names)
name             flops
stop_bit_done        1
start_bit_done       1
o_tx_done            1
drv_bits_cnt         3
parity_drv_done      1
tx_state             5
data_in_d            8
## stage by stage
stage               utilization, %  power, mW  instances
finish                       22.63     0.7981        126
global route                 22.63     0.8643        126
CTS                          22.63     0.8129        126
detailed placement           21.45     0.6180        122
global placement             21.45     0.6138        122
floorplan                        -     0.5405         57
## area by class of cell
class	count	area (sq um)
multi-input combinational	31	251.5
sequential	20	541.8
fill	463	3606
inverter	5	18.77
clock buffer	4	55.05
timing repair buffer	12	120.1
tap	54	67.56
## worst max-delay path, stage by stage, from the launching register on
cell	delay, ps
dfrtp_1	410
mux4_1	560
mux2i_1	150
a21oi_1	90
o22a_1	190
clkdlybuf4s50_1	410
## final timing paths
kind | start | endpoint | slack, ps
setup / recovery | drv_bits_cnt[1] | o_tx_data | 440
hold / removal | parity_drv_done | stop_bit_done | 400
setup reg to reg | drv_bits_cnt[0] | drv_bits_cnt[2] | 1910
hold reg to reg | parity_drv_done | stop_bit_done | 400
max in group asynchronous | i_rstn | tx_state[0] | 2030
min in group asynchronous | i_rstn | o_tx_done | 710
Power figures rest on the tool's default switching activity, not on a simulated workload.
