`design/flow/design.v`:
```
`resetall
`timescale 1ns/10ps
interface Interface#(
  parameter Data_Depth= 8,
  parameter amba_word = 16,
  parameter amba_addr_depth=20)();
logic [amba_addr_depth-1:0] PADDR;
logic PENABLE;
logic PSEL;
logic [amba_word-1:0] PWDATA;
logic PWRITE;
logic clk;
logic rst;
logic  [amba_word-1:0] PRDATA;
logic Image_Done;
logic  [Data_Depth-1:0] Pixel_Data; 
logic new_pixel;
logic [Data_Depth-1:0] WhitePixel;  
logic [6:0] M;  
logic [9:0] ImgSize;  
logic [7:0] EdgeThr;  
logic [6:0] Amin;  
logic [6:0] Amax;  
logic [5:0] Bmin;  
logic [5:0] Bmax; 
modport stimulus (input Image_Done,output PADDR,PENABLE,PSEL,PWDATA,PWRITE,rst,clk,WhitePixel,M,EdgeThr,Amin,Amax,Bmin,Bmax,ImgSize);
modport checker_coverager (input clk,rst,PENABLE,PSEL,PWRITE,PADDR,PWDATA,PRDATA,Image_Done,Pixel_Data,new_pixel,M,EdgeThr,Amin,Amax,Bmin,Bmax,ImgSize);
modport vsgoldenmodel (input Image_Done,Pixel_Data,new_pixel,clk,M);
endinterface
`resetall
`timescale 1ns/10ps
module divider( 
  input   wire    [10:0]  dividend,  
  input   wire    [13:0]  sigma_k,  
  output  wire    [10:0]  res
);
reg [10:0] temp1;
always @(dividend or sigma_k) begin: al_proc
  temp1 = dividend / sigma_k;
end
assign res = temp1;
endmodule
```
`design/flow/run.sh`:
```
#!/bin/bash
# OpenROAD 26Q1-2900-gdf79404cd8, Yosys 0.63+post, stock flow scripts
make -C /OpenROAD-flow-scripts/flow DESIGN_CONFIG=/design/flow/config.mk WORK_HOME=/design/flow/orfs finish
```
`design/flow/config.mk`:
```
export PLATFORM = sky130hd
export DESIGN_NAME = divider
export DESIGN_NICKNAME = divider
export VERILOG_FILES = /design/flow/design.v
export SDC_FILE = /design/flow/constraint.sdc
export NUM_CORES = 4
export LEC_CHECK = 1
export CORE_UTILIZATION = 40
```
`design/flow/constraint.sdc`:
```
current_design divider

set clk_period 42.4
set clk_io_pct 0.2

create_clock -name clk0 -period $clk_period

set non_clock_inputs [all_inputs -no_clocks]
set_input_delay [expr $clk_period * $clk_io_pct] -clock clk0 $non_clock_inputs
set_output_delay [expr $clk_period * $clk_io_pct] -clock clk0 [all_outputs]
```
==> results_slide.txt <==
Run Summary

Run status
  • Status: complete, no violations

Global route
  • First-pass GRT wire length: 24080 um
  • Initial antenna violation count: 0
  • GRT Util Overall: 22.81%
  • Pin count of the biggest net entering global routing: 18
  • Gr ovfl total: 0
  • Vias in the first global route: 4835

Pwr
  • P per Cell Area: 10.11 mW/mm2
  • Peak supply drop: 0.004966 mV
  • Leakage power: 2.620 nW

CTS
  • Post-CTS Resized: 0
  • Quantity of hold-fixing buffers added after cts: 0
  • Number of setup buffers added after CTS: 0

Setup path
  • Slowest CP cell: clkdlybuf4s50_1
  • Critical Path Most Common Cell: ha_1
  • Worst-path fanout max: 17
  • Crit path largest cell delay: 0.46 ns
  • CP required: 33.92 ns
  • Worst setup path start: sigma_k[0]
  • Crit path to: res[0]
  • WP data arrival: 30.64 ns
  • Worst Setup End Kind: output port
  • Setup CP Type: in -> out
  • Setup crit start kind: input port

Worst hold path
  • Hold Path Class: in -> out
  • Hold Startpoint: sigma_k[13]

Timing
  • Max_slew headroom: 57.12%
  • FMAX: 25.56 MHz
  • Minimum clock period: 39.12 ns
  • Final setup vio count: 0
  • Final critical-path share of the clock period: 92.28%
  • RSZ-0062 raised after global routing: false
  • Final Hold Viols: 0
  • Slew Viols, Final: 0
  • Setup_tns: 0 ns
  • Worst-Margin Slew: 0.6383 ns

Floorplanning
  • Core box area: 0.01262 mm2
  • Top Ports: 36
  • Die footprint: 0.01338 mm2
  • Fp_density: 40.96%
  • Die X: 115.7 um
  • Row count: 41
  • Die H: 115.7 um

Layout
  • Fillers: 1287
  • Register Area: 0 um2
  • Flops: 0
  • Util after Layout: 45.57%
  • Area grow syn2layout: 11.26%
  • Share of cells above drive strength 1: 7.984%
  • Layout clock buffers: 0

Yosys
  • Syn Std Cell Area: 0.005169 mm2
  • Number of cells in Yosys stat: 710
  • Seq share, synth: 0%
  • Yosys top cell by instances: ha_1
  • Synth area leader: ha_1
  • Synthesis area per yosys: 0.005169 mm2
  • Post-Syn Area per Cell: 7.280 um2
  • Yosys warns: 1
  • Largest cells by area: ha_1 25%, a21oi_1 4.8%, mux2_2 4.8%
  • Cells after Synth: 710
  • Post-synth top cells: 105 x ha_1, 62 x nor2_1, 51 x nand2_1
  • Top-area cell type share of the netlist area: 25.42%
  • Unique masters post-synth: 80

Route
  • Post-DRT Antenna Nets: 0
  • Number of DRC markers in iteration 0: 309
  • Via density: 5.872
  • DRC Markers: 0
  • Wirelength per Cell: 16.03 um
  • Drt total wl: 14600 um
  • 1st-pass router iterations: 5
  • Ant diodes: 0
  • Vias: 5349

Placed design
  • Number of port buffers: 36
  • Routability cong.: 0.9376
  • Detailed placement HPWL: 12180 um

Job
  • Max Cap Viol: 0
  • Tool warning count: 33
cells by family after synthesis:
kind of cell               count (synthesis)  synth area share (%)
muxes                                     35                 7.577
AOI/OAI and AO/OA                        217                 30.02
and+or+nand+nor                          251                 25.27
other                                      1               0.07255
buffers and inverters                     57                 4.188
adders and majority gates                105                 25.42
xor gates and xnor gates                  44                 7.456
worst max-delay path, delay by kind of cell:
family / cells / cell delay [ns]
AND-OR/OR-AND: 49 / 11.74
adder cells (fa/ha/maj): 11 / 3.32
buffers and inverters: 11 / 2.93
AND/OR/NAND/NOR: 11 / 2.66
multiplexers: 4 / 1.47
power breakdown:
part	leakage, nW	switching (mW)	internal [mW]	total, mW
combinational	2.62	0.0320	0.0261	0.0581
sequential	0	0	0	0
clock	0	0	0	0
cell type report:
type,instances,area (um2),area share [%]
Multi-Input combinational cell,655,4972,86.47
Timing Repair Buffer,42,405.4,7.050
Tap cell,172,215.2,3.742
Inverter,42,157.7,2.742
per-layer routing:
layer  wire, um  GRT usage [%]  part of all wire, %  up-vias
li1           -              -                    -     2822
met2       6370          37.41                   44      105
met1       7633          34.69                   52     2407
met5          0              0                    0        -
met3        496         0.6926                  3.4       15
met4        102          1.709                 0.70        0
placed cells by master, fill, tap and decap left out, types with 5 or more instances in the layout:
cell	instances
and2_1	9
xor2_1	16
buf_4	6
a21oi_1	50
nor2b_1	8
a31oi_1	7
nand2_1	51
or3_1	16
nand4_1	11
clkdlybuf4s50_1	36
a211o_1	6
ha_1	105
a41oi_1	5
a21o_1	12
o21ai_0	26
mux2_2	22
o21ai_1	5
nor4_1	11
mux2i_1	8
nor3_1	36
nor2_1	62
a2111oi_0	5
o21a_1	25
or4_1	5
nand3_1	11
o211ai_1	12
xnor2_1	28
inv_1	38
or2_2	6
a211oi_1	5
stage by stage:
stage	setup WS [ns]	total power [mW]	instances	hold WS, ns	instance area (um2)
global placement	3.742	0.05660	911	18.30	5751
detailed placement	3.470	0.05745	911	18.31	5751
CTS	3.399	0.05782	911	18.29	5751
global route	1.538	0.06508	911	18.33	5751
finish	3.275	0.05812	911	18.27	5751
floorplan	6.924	0.04399	712	17.17	5176
worst min-delay path by stage:
stage,cells after the start,slack [ns],end
6_report,4,18.27,res[1]
4_1_cts,4,18.29,res[1]
5_1_grt,4,18.33,res[1]
Power is estimated from default activity; no workload was simulated.
